--- flow/config.mk ---
export PLATFORM = sky130hd
export DESIGN_NAME = round_robinArb
export DESIGN_NICKNAME = round_robinArb
export VERILOG_FILES = /design/flow/design.v
export SDC_FILE = /design/flow/constraint.sdc
export NUM_CORES = 4
export LEC_CHECK = 1
export CORE_AREA = 10 10 102 102
export DIE_AREA = 0 0 112 112
--- flow/constraint.sdc ---
current_design round_robinArb

set clk_period 6.3
set clk_io_pct 0.2

create_clock -name clk0 -period $clk_period [get_ports {clk}]

set non_clock_inputs [all_inputs -no_clocks]
set_input_delay [expr $clk_period * $clk_io_pct] -clock clk0 $non_clock_inputs
set_output_delay [expr $clk_period * $clk_io_pct] -clock clk0 [all_outputs]
--- flow/design.v ---
`timescale 1ns/1ps
module round_robinArb #(parameter N = 4) (
    input  logic                  clk,
    input  logic                  rstn,
    input  logic                  en,
    input  logic [N-1:0]          req,
    output logic [N-1:0]          grant,
    output logic [$clog2(N)-1:0]  grant_ID
);
    logic [N-1:0]                 nxt_grant;
    logic [$clog2(N)-1:0]         nxt_grant_ID;
    logic [$clog2(N)-1:0]         priority_idx [N];
    logic [$clog2(N)-1:0]         tmp_idx [N];
    always_comb begin
        nxt_grant    = '0;
        nxt_grant_ID = '0;
        for (int i = 0; i < N; i++) tmp_idx[i] = priority_idx[i];  
        if (en) begin
            for (int i = 0; i < N; i++) begin
                if (req[priority_idx[i]] && nxt_grant == '0) begin
                    nxt_grant[priority_idx[i]] = 1'b1;
                    nxt_grant_ID              = priority_idx[i];
                    for (int j = 0; j < i; j++) tmp_idx[j] = priority_idx[j];
                    for (int j = i+1; j < N; j++) tmp_idx[j-1] = priority_idx[j];
                    tmp_idx[N-1] = priority_idx[i];
                end
            end
        end
    end
    always_ff @(posedge clk or negedge rstn) begin
        if (!rstn) begin
            grant     <= '0;
            grant_ID  <= '0;
            for (int i = 0; i < N; i++) priority_idx[i] <= i;
        end else if (en) begin
            grant     <= nxt_grant;
            grant_ID  <= nxt_grant_ID;
            for (int i = 0; i < N; i++) priority_idx[i] <= tmp_idx[i];
        end
    end
endmodule
--- flow/run.sh ---
#!/bin/bash
# OpenROAD 26Q1-2900-gdf79404cd8, Yosys 0.63+post, stock flow scripts
make -C /OpenROAD-flow-scripts/flow DESIGN_CONFIG=/design/flow/config.mk WORK_HOME=/design/flow/orfs finish
==> summary.txt <==
Results of the run.

The run finished with clean final reports. The overall chip area is between 10,000 and 15,000 µm². The placeable core area is between 8000 and 9000 µm². The quantity of hold-fixing buffers added after cts is 0.

TritonCTS created 3 clock buffers. The buffer_ports step reported a buffer count of 12. The transition time recorded at the tightest slew-check pin is around 670 ps. The number of gates given a new drive strength after cts is 0.

The routed design shows a wire length per standard cell of around 12 µm. The per-instance average area after synthesis is around 9.5 µm². The remaining antenna violation count is 0. The reported max-cap violation count is 0.

The TritonCTS clock tree is done. The number of warnings the tools reported is 25. The number of synthesized register bits is 14. After clock tree synthesis, the setup repair step added 0 buffers. The critical path's slowest stage uses the library cell mux4_2. The timing report gives the clock slew at the launch and capture registers of the worst setup and hold paths as about 60 ps. The clock period could shrink to around 3300 ps. The floorplan step set the die height to between 100 and 150 µm. The total clock sinks is 14. In this run, synthesis inferred 0 flip-flops with an integrated enable. The horizontal die size is between 100 and 150 µm. The power density over the cells is 376 nW/µm². The report lists the number of standard-cell rows as 33.

The critical path in this run is classified as in2reg. Endpoints with negative setup slack in the final report add up to 0. Clock skew on the completed layout was measured at roughly 5.2 ps. The tree is rooted in a clkbuf_8.

The static leakage power is approximately 0.46 nW. The highest cell delay on the worst timing path is 610 ps. The number of design-rule violations left by the first detailed-router iteration is 23. The commonest cells after synthesis are 12 x nand2_1, 10 x dfrtp_1, 8 x clkbuf_1, 7 x mux2_2.

The depth of the critical timing path with buffers and inverters included is 7. In the post-route analysis, the smallest setup slack over all paths is 3010 ps. The yosys-reported design area after synthesis is slightly above 1000 µm². The Yosys step of the flow raised 3 warnings. STA on the placed design reports a worst setup slack of between 2000 and 3000 ps. At the worst endpoint, the required time is about 6400 ps. The main flop type after synthesis is dfrtp_1. The worst register-to-register path ends at priority_idx[2][0]. The first global-routing pass estimated around 4.4 mm of wire. The biggest fanout along the worst timing path is 9.

The effective utilization at floorplan is 12.5%. Synthesis instantiated 39 different standard cells from the library. Walking the worst path, the cells encountered are clkdlybuf4s50_1, mux4_2, nor2_4, nand2_1, a31o_1, nand2_2, mux2_1.

The DRC violation total left in the routed layout is recorded as 0. The routed design ends up with an antenna cell count of 0. The cell type with the largest total area is dfrtp_1. The post-route core utilization is approximately 16%. Per the GRT congestion report, total overflow comes to 0. For this run, the total global-route usage over all layers was measured as under 10%.

Static timing analysis puts the maximum clock frequency at roughly 300 MHz. For the worst flop-to-flop path, the logic depth is 6. The layout overhead on the synthesized area is 24.8%. The worst-case headroom to the max-slew limit is 55.1%. The layout summary lists the proportion of cells stronger than drive strength 1 as between 10% and 20%.

Setup repair after global routing left no endpoint under its margin. Per the Yosys statistics, synthesis produced around 110 cells. The number of hold-slack violations in the final timing report is 0. The worst reg-to-reg setup slack is about 4000 ps. The filler cells instantiated in the layout total about 900.

The most critical setup path has its endpoint at priority_idx[2][0]. In the post-synthesis netlist, the cell with the most instances is nand2_1. The script reports the combined buffer and inverter count of the critical path as 1. In the post-route report, total wirelength is listed as 2.56 mm. The part of the Yosys area used for sequential elements is a little over a third.

The via count of the first global-routing pass is 829. After synthesis, the largest area contributor takes up 24.4% of total cell area. The initial antenna violation count was 0. In this run the deepest clock path goes through 2 buffers. In the synthesized netlist the async set-or-reset flop fraction comes to approximately 100%.

The total via count after detailed routing is around 830. The pin count of the biggest net entering global routing is 18. The routed design shows a via density per instance of roughly 3.8. Pins over their slew limit in the final report were tallied at 0. The number of instances in the synthesized netlist is approximately 110. Routability-driven placement finished with a final weighted congestion of 0.843. The family with the most delay on the worst path is multiplexers. The path class of the tightest hold or removal check is reg2reg. For this run, the detailed router's first-pass iteration total came to 4. The element type at the critical path start is a primary input. Detailed placement ended at an HPWL of 1.83 mm. Summing every instance area after synthesis gives between 1000 and 1500 µm². STA classifies the critical path endpoint as a flop. The count of pins on the block boundary is 13. The largest voltage drop on the vdd net is approximately 0.00008 V. The clock reaches the later pin of the worst-skew pair after roughly 240 ps. Yosys attributes the largest share of cell area to dfrtp_1 24%, dfstp_2 10%, mux2_2 7.7%, mux2i_1 5.9%, mux4_2 4.4%. The worst setup path startpoint is req[2]. In the final timing run, aggregate negative setup slack is 0 ps.

The total number of H-tree levels is 1. The startpoint of the most critical register-to-register path is priority_idx[0][0]. Dividing the final minimum period by the clock period gives between 50 and 60%. The endpoint arrival time on the critical path is approximately 3400 ps.
-- through the flow --
stage / total power, mW / cell area [µm²] / std cells / hold slack [ps]
floorplan: 0.334 / 1020 / 108 / 428
global placement: 0.397 / 1220 / 215 / 472
detailed placement: 0.395 / 1220 / 215 / 472
CTS: 0.489 / 1280 / 219 / 492
global route: 0.525 / 1280 / 219 / 543
finish: 0.481 / 1280 / 219 / 481
-- state kept, by name, indices dropped and copies added (netlist names) --
name / flops
priority_idx: 8
grant: 4
grant_ID: 2
-- worst register-to-register path: cells and delay by family, from the launching register on --
kind	cells	cell delay [ps]
multiplexers	2	970
AND-OR/OR-AND	1	300
flip-flops	1	550
AND/OR/NAND/NOR	3	370
-- layout by cell type, fill, tap and decap left out, types with 4 or more instances in the layout --
| cell | count |
|---|---|
| mux2_2 | 7 |
| nand2b_1 | 4 |
| o21ai_1 | 6 |
| nand2_1 | 12 |
| dfstp_2 | 4 |
| dfrtp_1 | 10 |
| mux2i_1 | 6 |
| clkdlybuf4s50_1 | 12 |
| clkbuf_8 | 4 |
-- worst min path at each step --
stage            start        to  slack, ps  cells after the start
CTS           grant[3]  grant[3]        490                      1
global route  grant[3]  grant[3]        540                      1
finish        grant[3]  grant[3]        480                      1
-- per-layer routing --
layer | global-route usage (%) | wire length, µm | vias to the layer above
met2 | 5.48 | 1050 | 11
met4 | 0.508 | 26 | 0
met5 | 0 | 0 | -
met1 | 5.94 | 1290 | 411
li1 | - | - | 406
met3 | 2.12 | 203 | 2
-- report_power, final --
group	total (mW)	leakage, nW	switching (mW)	internal (mW)
clock network	0.0873	0.0288	0.0319	0.0553
logic	0.203	0.260	0.0875	0.116
registers	0.190	0.169	0.0593	0.131
total	0.481	0.457	0.179	0.302
-- final cells by class --
class	instances	area, µm²	area share (%)
clock buffers	4	55.1	4.31
inverters	2	7.51	0.587
multi-input cells	82	609	47.7
flip-flops and latches	14	355	27.8
well taps	105	131	10.3
repair buffers	12	120	9.39
-- cells by family after synthesis --
family | share of synthesized area, %
AOI/OAI and AO/OA | 19.3
muxes | 20.1
DFF | 34.7
and+or+nand+nor | 20.0
buffers and inverters | 5.86
No activity file was given, so power comes from the tool's default toggle rates.
