==> ./config.mk <==
export PLATFORM = sky130hd
export DESIGN_NAME = async_fifo
export DESIGN_NICKNAME = async_fifo
export VERILOG_FILES = /design/flow/design.v
export SDC_FILE = /design/flow/constraint.sdc
export NUM_CORES = 4
export LEC_CHECK = 1
export CORE_UTILIZATION = 50
==> ./constraint.sdc <==
current_design async_fifo

set clk_period 4.0
set clk_io_pct 0.2

create_clock -name clk0 -period $clk_period [get_ports {rclk}]
create_clock -name clk1 -period $clk_period [get_ports {wclk}]

set non_clock_inputs [all_inputs -no_clocks]
set_input_delay [expr $clk_period * $clk_io_pct] -clock clk0 $non_clock_inputs
set_output_delay [expr $clk_period * $clk_io_pct] -clock clk0 [all_outputs]
==> ./design.v <==
`timescale 1ns/1ps
module async_fifo #(parameter DEPTH =8, DW =8)
			(
			input wire wclk, rclk, 
			input wire wrstn, rrstn,
			input wire wren, rden,
			input wire [DW-1 : 0] wr_data,
			output reg [DW-1 :0] rd_data,
			output wire full, empty
				);
				reg [$clog2(DEPTH) :0] wr_ptr, rd_ptr;
				reg [$clog2(DEPTH) :0] wr_ptr_gray, rd_ptr_gray;
				reg [$clog2(DEPTH) :0] wr_ptr_gray_d, rd_ptr_gray_d;
				reg [$clog2(DEPTH) :0] wr_ptr_gray_sync, rd_ptr_gray_sync;
				reg [DW-1 : 0] fifo [0 : DEPTH-1];
				always @(posedge wclk or negedge wrstn) begin
					if(!wrstn) begin
						wr_ptr <= 'd0;
						wr_ptr_gray <= 'd0;
					end
					else if(wren && !full) begin
						fifo[wr_ptr] <= wr_data;
						wr_ptr       <= wr_ptr + 'b1;
						wr_ptr_gray  <= (wr_ptr+1) ^ ((wr_ptr+1)>>1);
					end
				end
				always @(posedge rclk or negedge rrstn) begin
					if(!rrstn) begin
						wr_ptr_gray_d <= 'd0;
						wr_ptr_gray_sync <= 'd0;
					end
					else begin
					       wr_ptr_gray_d <= wr_ptr_gray;
                                               wr_ptr_gray_sync <= wr_ptr_gray_d;
					end
				end
				always @(posedge rclk or negedge rrstn) begin
					if(!rrstn) begin
					       rd_ptr <= 'd0;
					       rd_ptr_gray <= 'd0;
					end
					else if (rden && !empty) begin
					       rd_data <= fifo[rd_ptr];
					       rd_ptr <= rd_ptr + 'b1;
					       rd_ptr_gray <= (rd_ptr+1) ^ ((rd_ptr+1)>>1);
					end
				end
					always @(posedge wclk or negedge wrstn) begin
					if(!wrstn) begin
						rd_ptr_gray_d <= 'd0;
						rd_ptr_gray_sync <= 'd0;
					end
					else begin
					       rd_ptr_gray_d <= rd_ptr_gray;
                                               rd_ptr_gray_sync <= rd_ptr_gray_d;
					end
				end
				assign empty = (wr_ptr_gray_sync == rd_ptr_gray);
				assign full = ({~wr_ptr_gray[$clog2(DEPTH)],wr_ptr_gray[$clog2(DEPTH)-1 :0]}==rd_ptr_gray_sync);
endmodule
==> ./run.sh <==
#!/bin/bash
# OpenROAD 26Q1-2900-gdf79404cd8, Yosys 0.63+post, stock flow scripts
make -C /OpenROAD-flow-scripts/flow DESIGN_CONFIG=/design/flow/config.mk WORK_HOME=/design/flow/orfs finish
==> insert_results.sql <==
-- physical implementation figures
INSERT INTO impl_metrics (metric_group, metric, value, unit) VALUES
('setup_path', 'regToRegEndpoint', 'rd_data[5]$_DFFE_PP_', ''),
('layout', 'layout.cells.most_common', 'edfxtp_1', ''),
('global_routing', 'grt_remaining_overflow', '0', ''),
('global_routing', 'global_route.usage.met1', '32.3', '%'),
('route', 'antenna_cells', '0', ''),
('place', 'dp.final_hpwl', '4.71', 'mm'),
('setup_path', 'worstReg2RegStart', 'rd_ptr[2]$_DFFE_PN0P_', ''),
('setup_path', 'cp_cell_sequence', 'inv_1, ha_1, nor4_1, nand2_1, nor2_1, a41oi_1', ''),
('global_routing', 'grt_usage', '18.5', '%'),
('flow_run', 'count_of_warning_messages_emitted_by_the_tools', '34', ''),
('synthesis', 'synthArstFlopShare', '30.8', '%'),
('route', 'drt-total-wl', '6.61', 'mm'),
('setup_path', 'timing.reg2reg.worst_path_depth', '6', ''),
('timing', 'worst_pin_slew', '753', 'ps'),
('clock_network', 'cts.repair.resized', '0', ''),
('layout', 'area.sequential', '2960', 'µm²'),
('status', 'status', 'complete, no violations', ''),
('timing', 'setup_tns_final', '0', 'ps'),
('layout', 'finalInstanceArea', '4640', 'µm²'),
('route', 'total_number_of_vias', '2157', ''),
('pwr', 'share_seq_of_total_power', '48.0', '%'),
('layout', 'post_route_cells_drive_above_1_share', '13.7', '%'),
('layout', 'syn2layout_area_growth', '13.4', '%'),
('global_routing', 'antenna_found_initial', '0', ''),
('place', 'gp_congestion', '0.825', ''),
('route', 'drt_iter0_drcs', '93', ''),
('timing', 'setup_viol', '0', ''),
('timing', 'maxSlewViolCount', '0', ''),
('clock_network', 'cts.sinks', '104', ''),
('hold_path', 'hold_path.class', 'reg2reg', ''),
('pwr', 'power.switching', '1100', 'µW'),
('global_routing', 'grt_max_degree', '22', ''),
('synthesis', 'cell_type_count', '26', ''),
('global_routing', 'gr-usage-met2', '23.2', '%'),
('synthesis', 'synth-edff-count', '72', ''),
('pwr', 'power_per_cell_area', '724', 'nW/µm²'),
('synthesis', 'synth-cells-yosys', '259', ''),
('global_routing', 'number_of_global_route_vias_before_repair', '2148', ''),
('synthesis', 'synthFlopType', 'edfxtp_1', ''),
('timing', 'slew-limit-headroom', '49.6', '%'),
('hold_path', 'hold_start', 'wr_ptr_gray_d[0]$_DFF_PN0_', ''),
('route', 'routed_wl_per_cell', '16.7', 'µm'),
('floorplanning', 'design.core.area', '7810', 'µm²'),
('timing', 'final-hold-violation-count', '0', ''),
('synthesis', 'synth_flops', '104', ''),
('pwr', 'clockPowerShare', '20.3', '%'),
('synthesis', 'synth.yosys.chip_area', '4090', 'µm²'),
('synthesis', 'ys.warnings.count', '2', ''),
('floorplanning', 'ios', '24', ''),
('timing', 'grt_setup_unrepaired', 'no', ''),
('pwr', 'worst_ir_drop_vdd', '0.000345', 'V'),
('floorplanning', 'fp_density', '52.4', '%'),
('route', 'antenna_nets_post_route', '0', ''),
('synthesis', 'syn-mean-instance-area', '15.8', 'µm²'),
('pwr', 'combPwrFrac', '31.7', '%'),
('layout', 'lay_top_cells', 'edfxtp_1 (72), dfrtp_1 (32), nand2_1 (22), clkdlybuf4s50_1 (22), xor2_1 (15)', ''),
('clock_network', 'cts_setup_buffers', '0', ''),
('route', 'dr.pass1.iters', '4', ''),
('place', 'pre_cts_slack', '1440', 'ps'),
('flow_run', 'drv_cap', '0', ''),
('pwr', 'intPower', '2260', 'µW'),
('pwr', 'p_leak', '0.00171', 'µW'),
('clock_network', 'ctsHoldBuffers', '0', ''),
('global_routing', 'gr-usage-met3', '10.1', '%'),
('setup_path', 'critical-path-slowest-cell', 'dfrtp_1', ''),
('timing', 'worst_clock_skew', '11.6', 'ps'),
('layout', 'final.fill_count', '616', ''),
('global_routing', 'top_usage_layer', 'met1', ''),
('floorplanning', 'fp-row-count', '32', ''),
('global_routing', 'global_route_wire_length_before_repair', '10.9', 'mm'),
('synthesis', 'syn-instance-count', '259', '');
==> flip-flops by register name (all words and copies together), names as in the netlist <==
name and count:
wr_ptr_gray_d 4, rd_data 8, rd_ptr_gray_d 4, rd_ptr 4
wr_ptr_gray_sync 4, fifo 64, rd_ptr_gray_sync 4, wr_ptr_gray 4
rd_ptr_gray 4, wr_ptr 4
==> per-layer routing <==
metal  share of wire (%)  up-vias
li1                    -     1023
met1                  47     1044
met2                  41       78
met3                  10       12
met4                 2.1        0
met5                   0        -
==> power by group through the flow <==
stage                 logic, µW  registers (µW)  clock network [µW]
final                      1060            1610                 682
after global routing       1210            1650                 750
after CTS                  1080            1620                 702
==> final cells by class <==
cell class                      count  share of cell area (%)
Timing Repair Buffer               24                    5.07
Multi-Input combinational cell    137                    22.5
Tap cell                          102                    2.75
Sequential cell                   104                    63.9
Clock inverter                      6                   0.971
Clock buffer                       14                    4.18
Inverter                            8                   0.647
==> worst max-delay path, delay by kind of cell (launching register included) <==
kind            cells  cell delay (ps)
buf+inv             1              190
compound gates      1               70
flops               1              790
fa+ha+maj           1              380
simple gates        3              850
==> cells in the mapped netlist, types with 5 or more instances <==
cell type	instances	area, µm²
nand2_1	22	82.6
edfxtp_1	72	2160
mux2_2	10	113
dfrtp_1	32	801
inv_1	8	30.0
xor2_1	15	131
o21ai_0	12	60.1
and3_2	6	45.0
ha_1	12	150
nor2_1	13	48.8
a222oi_1	9	90.1
a41oi_1	6	52.6
xnor2_1	5	43.8
a22o_1	6	52.6
==> metrics by stage <==
step	power (µW)	std cells	util [%]
after floorplan	2390	259	-
after global placement	2700	375	56.3
after detailed placement	2710	375	56.3
after CTS	3400	395	59.4
after global routing	3600	395	59.4
final	3360	395	59.4
==> kinds of logic (layout without fill, tap and decap cells) <==
family / after synthesis / in the layout / synth area share [%]
muxes: 10 / 10 / 2.75
buffers and inverters: 18 / 52 / 2.05
adders and majority gates: 12 / 12 / 3.67
AOI/OAI and AO/OA: 43 / 43 / 8.81
and+or+nand+nor: 52 / 52 / 6.00
xor gates and xnor gates: 20 / 20 / 4.28
DFF: 104 / 104 / 72.4
==> how the worst max path moves through the flow <==
stage | from | slack [ps] | cells after the start | endpoint
after CTS | wr_ptr_gray[1]$_DFFE_PN0P_ | 1420 | 3 | full
after global routing | rd_ptr[2]$_DFFE_PN0P_ | 1120 | 6 | rd_data[5]$_DFFE_PP_
final | rd_ptr[2]$_DFFE_PN0P_ | 1450 | 6 | rd_data[5]$_DFFE_PP_
Power and IR drop assume default switching activity.
