==> flow/design.v <==
`timescale 1ns/1ps
module sync_fifo #(parameter DEPTH = 8,
		   parameter DATA_WID = 8)
		   (input wire wr_en, rd_en,
		    input wire clk, rstn,
	    	    input wire [DATA_WID-1 : 0] data_in,
	    	    output wire full, empty,
		    output reg data_vld,
	    	    output reg [DATA_WID-1 : 0] data_out);
	    reg [(DATA_WID)-1:0] mem [0 : DEPTH-1];
	    reg [$clog2(DEPTH)-1 : 0] wr_ptr , rd_ptr, fifo_count;
assign full = (fifo_count == DEPTH -1);
assign empty = (fifo_count == 0);
always @(posedge clk or negedge rstn) begin
    if(!rstn)
    	wr_ptr <= 'd0;
    else if(wr_en && !full) begin
    	mem[wr_ptr] <= data_in;
    	wr_ptr <= wr_ptr + 'b1;
    end
end
always @(posedge clk or negedge rstn) begin
    if(!rstn) begin
    	rd_ptr <= 'd0;
    	data_out <= 'd0;
    	data_vld <= 'b0;
    end
    else if(rd_en && !empty) begin
    	data_out <= mem[rd_ptr];
    	rd_ptr <= rd_ptr + 'b1;
    	data_vld <= 'b1;
    end
    else begin
    	data_out <= 'd0;
    	data_vld <= 'b0;
    end
end 
always @(posedge clk or negedge rstn) begin
        if(!rstn) begin
    	fifo_count <= 'd0;
        end
        else begin
    	case({wr_en && !full , rd_en && !empty })
    		2'b01: fifo_count <= fifo_count - 'b1;
    		2'b10: fifo_count <= fifo_count + 'b1;
    		default : fifo_count <= fifo_count;
    	endcase
        end
end
endmodule
==> flow/run.sh <==
#!/bin/bash
# OpenROAD 26Q1-2900-gdf79404cd8, Yosys 0.63+post, stock flow scripts
make -C /OpenROAD-flow-scripts/flow DESIGN_CONFIG=/design/flow/config.mk WORK_HOME=/design/flow/orfs finish
==> flow/config.mk <==
export PLATFORM = sky130hd
export DESIGN_NAME = sync_fifo
export DESIGN_NICKNAME = sync_fifo
export VERILOG_FILES = /design/flow/design.v
export SDC_FILE = /design/flow/constraint.sdc
export NUM_CORES = 4
export LEC_CHECK = 1
export CORE_UTILIZATION = 40
==> flow/constraint.sdc <==
current_design sync_fifo

set clk_period 3.1
set clk_io_pct 0.2

create_clock -name clk0 -period $clk_period [get_ports {clk}]

set non_clock_inputs [all_inputs -no_clocks]
set_input_delay [expr $clk_period * $clk_io_pct] -clock clk0 $non_clock_inputs
set_output_delay [expr $clk_period * $clk_io_pct] -clock clk0 [all_outputs]
==> out/results.tsv <==
stage	metric	value	unit
floorplan	Die Size	0.00886	sq mm
sta	Final Skew	0.0136	ns
place	DPL Wire Length	4350	microns
setup_path	FF-to-FF Start	rd_ptr[0]	
floorplan	Rows	33	
grt	largest net degree at the start of global routing	21	
setup_path	crit path max fanout	16	
cells_and_area	MI comb area	878	sq um
route	Via Count	1738	
power	Pleak	1.43	nW
cts	setup bufs post-CTS	0	
grt	antenna violations before repair	0	
cells_and_area	Fill cells	693	
cells_and_area	Seq. cell area	0.00237	sq mm
floorplan	Die Wd	94.1	microns
floorplan	Core Area	0.00822	sq mm
cts	hold-fix buffers at CTS	0	
sta	Max-slew headroom	67.3	%
cts	Insertion Delay late pin	0.34	ns
route	Vias/cell	5.05	
floorplan	Top Ports	23	
grt	number of global-route vias before repair	1783	
cells_and_area	Post-Layout Inst Area	0.00386	sq mm
cts	TritonCTS Buffers	9	
route	first drt pass iteration count	4	
setup_path	CP required	3.32	ns
setup_path	CP Launch Type	flip-flop	
cts	root cell of the clock tree	clkbuf_8	
sta	Tcrit/Tclk final	70.6	%
grt	grt total ovfl	0	
flow_run	OpenROAD warning count	33	
grt	first-pass GRT wire length	9870	microns
place	routability cong.	0.775	
outcome	outcome	completed	
synth	mapped cell area	0.00339	sq mm
sta	fin. max-slew vios	0	
sta	Final Hold Viols	0	
place	port bufs	22	
floorplan	Core Util at FP	41.3	%
cts	H-tree levels	3	
route	DR iter-0 viols	92	
synth	Warnings, synthesis	2	
route	post-route ant nets	0	
synth	Synth Seq Share	69.9	%
sta	FMAX	457	MHz
synth	Synthesized registers	82	
route	n_diodes	0	
worst_hold_path	class of the worst hold path	primary input to async pin	
route	DRC Markers	0	
cts	PostCTS Resize Cnt	0	
cells_and_area	proportion of layout cells with a drive suffix above 1	21.3	%
sta	Finish-stage setup viols	0	
cts	Longest Clk Path Bufs	2	
setup_path	critical path startpoint	rd_ptr[0]	
route	drt wl/cell	18.8	microns
synth	yosys cell count	207	
synth	Syn Inst Count	207	
setup_path	CP Class	flip-flop to flip-flop	
cells_and_area	Layout area overhead	13.9	%
sta	post-layout minimum cycle time	2.19	ns
sta	Slew @ Worst Pin	0.491	ns
cts	CTS tree	done	
route	Post-Route WL	6470	microns
grt	GRT Total Usage	16.8	%
setup_path	Arr. time, crit path	2.41	ns
cts	CTS Sinks	82	
synth	Syn Area/Cell	16.4	sq um
setup_path	critical path endpoint category	flip-flop	
cts	register clock-pin slew on the reported worst setup and hold paths	0.09	ns
power	VDD IR-drop max	0.297	mV
setup_path	reg2reg setup slack	0.91	ns
synth	Distinct lib cells used	31	
synth	YS chip area	0.00339	sq mm
floorplan	Die H	94.1	microns
sta	RSZ-0062 raised after global routing	no	
flow_run	MaxCap Viol Count	0	
power	Pwr Density	856	mW/mm^2
place	Post-Place Cell Area	0.00366	sq mm
sta	setup TNS	0	ns
## power by group
group / internal [mW] / leakage, nW / switching [mW]
Clock: 0.401 / 0.101 / 0.385
Combinational: 0.524 / 0.528 / 0.555
Sequential: 1.35 / 0.800 / 0.0860
## final cells by class
class | count | share of cell area (%)
tap | 105 | 3.40
timing repair buffer | 26 | 6.47
clock inverter | 5 | 1.59
multi-input combinational | 107 | 22.7
sequential | 82 | 61.4
clock buffer | 11 | 3.66
inverter | 8 | 0.777
## metrics by stage
step	hold slack [ns]	util [%]	power, mW	instances	setup WS, ns
6_report	0.488	47.0	3.31	344	0.911
5_1_grt	0.499	47.0	3.52	344	0.731
4_1_cts	0.483	47.0	3.34	344	0.846
3_5_place_dp	0.477	44.6	2.55	328	0.643
3_3_place_gp	0.481	44.6	2.54	328	0.680
2_1_floorplan	0.324	-	2.29	207	1.07
## cell families (layout without fill, tap and decap cells)
group	after synthesis	in the layout	synth area share, %
flops	82	82	69.9
buf+inv	18	50	4.24
simple gates	49	49	8.18
compound gates	23	23	5.71
xor+xnor	5	5	1.29
mux	16	16	5.31
fa+ha+maj	14	14	5.38
## synthesized netlist by cell type, drive strengths merged
| master | n | share of area (%) |
|---|---|---|
| a21oi | 2 | 0.29 |
| nor2b | 1 | 0.18 |
| buf | 8 | 2.5 |
| ha | 13 | 4.8 |
| clkbuf | 2 | 0.81 |
| nor2 | 10 | 1.1 |
| a311oi | 1 | 0.26 |
| xor2 | 2 | 0.52 |
| fa | 1 | 0.59 |
| nor4 | 1 | 0.63 |
| nand2b | 2 | 0.44 |
| dfrtp | 18 | 13 |
| xnor2 | 3 | 0.77 |
| inv | 8 | 0.88 |
| o21ai | 2 | 0.29 |
| nand2 | 9 | 1.0 |
| a22oi | 1 | 0.22 |
| and2 | 2 | 0.41 |
| mux2 | 16 | 5.3 |
| a211oi | 1 | 0.22 |
| edfxtp | 64 | 57 |
| a221oi | 8 | 2.1 |
| and3 | 16 | 3.1 |
| nor3 | 8 | 1.3 |
| a22o | 8 | 2.4 |
## critical path, cell delays in order, from the launching register on
cell,delay [ns]
dfrtp_1,0.43
ha_1,0.25
ha_1,0.33
nor4_4,0.33
nand2b_2,0.21
and3_1,0.20
nor3_1,0.32
## placed cells by master (no fill, tap or decap), types with 4 or more instances in the layout
cell type,synthesis,routed
edfxtp_1,64,64
nor2_1,10,10
a22o_2,8,8
mux2_2,16,16
a221oi_1,8,8
and3_2,4,4
clkbuf_8,2,10
nand2_1,9,9
buf_4,0,4
dfrtp_1,18,18
clkdlybuf4s50_1,0,22
inv_1,8,8
ha_1,13,13
nor3_1,7,7
and3_1,12,12
## sequential cells by signal, summed over array words and instances (netlist names)
| name | flops |
|---|---|
| mem | 64 |
| data_out | 8 |
| wr_ptr | 3 |
| rd_ptr | 3 |
| fifo_count | 3 |
| data_vld | 1 |
## layer usage
layer	vias up	part of all wire, %	track usage [%]
met2	42	50	26.4
li1	826	-	-
met3	6	6.3	4.94
met1	864	42	26.0
met4	0	0.88	2.31
met5	-	0	0
## worst paths after layout
| path | cells past startpoint | endpoint |
|---|---|---|
| setup / recovery | 6 | data_out[4] |
| hold / removal | 1 | wr_ptr[2] |
| setup reg to reg | 6 | data_out[4] |
| hold reg to reg | 1 | fifo_count[2] |
| max in group asynchronous | 2 | data_out[1] |
| min in group clk0 | 1 | fifo_count[2] |
No activity file was given, so power comes from the tool's default toggle rates.
